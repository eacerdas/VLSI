===== ./config.mk =====
export PLATFORM = sky130hd
export DESIGN_NAME = arbiter
export DESIGN_NICKNAME = arbiter
export VERILOG_FILES = /design/flow/design.v
export SDC_FILE = /design/flow/constraint.sdc
export NUM_CORES = 4
export LEC_CHECK = 1
export CORE_AREA = 10 10 70 70
export DIE_AREA = 0 0 80 80

===== ./constraint.sdc =====
current_design arbiter

set clk_period 1.4
set clk_io_pct 0.2

create_clock -name clk0 -period $clk_period [get_ports {clock}]

set non_clock_inputs [all_inputs -no_clocks]
set_input_delay [expr $clk_period * $clk_io_pct] -clock clk0 $non_clock_inputs
set_output_delay [expr $clk_period * $clk_io_pct] -clock clk0 [all_outputs]

===== ./design.v =====
interface intf_arbiter (input logic clk);
  	logic reset, req_0, req_1, gnt_0, gnt_1;
endinterface
module arbiter (
clock      ,  
reset      ,  
req_0      ,  
req_1      ,  
gnt_0      ,  
gnt_1      
);
input   clock,reset,req_0,req_1;
output  gnt_0,gnt_1;
wire    clock,reset,req_0,req_1;
reg     gnt_0,gnt_1;
parameter SIZE = 3           ;
parameter IDLE  = 3'b001,GNT0 = 3'b010,GNT1 = 3'b100 ;
reg   [SIZE-1:0]          state        ; 
reg   [SIZE-1:0]          next_state   ; 
always @ (state or req_0 or req_1)
begin : FSM_COMBO
 next_state = 3'b000;
 case(state)
   IDLE : if (req_0 == 1'b1) begin
                next_state = GNT0;
              end else if (req_1 == 1'b1) begin
                next_state= GNT1;
              end else begin
                next_state = IDLE;
              end
   GNT0 : if (req_0 == 1'b1) begin
                next_state = GNT0;
              end else begin
                next_state = IDLE;
              end
   GNT1 : if (req_1 == 1'b1) begin
                next_state = GNT1;
              end else begin
                next_state = IDLE;
              end
   default : next_state = IDLE;
  endcase
end
always @ (posedge clock)
begin : FSM_SEQ
  if (reset == 1'b1) begin
    state <= IDLE;
  end else begin
    state <= next_state;
  end
end
always @ (state)
begin : OUTPUT_LOGIC
  case(state)
    IDLE : begin
                  gnt_0 <= 1'b0;
                  gnt_1 <= 1'b0;
               end
   GNT0 : begin
                  gnt_0 <= 1'b1;
                  gnt_1 <= 1'b0;
                end
   GNT1 : begin
                  gnt_0 <= 1'b0;
                  gnt_1 <= 1'b1;
                end
   default : begin
                  gnt_0 <= 1'b0;
                  gnt_1 <= 1'b0;
                  end
  endcase
end  
endmodule  

===== ./run.sh =====
#!/bin/bash
# OpenROAD 26Q1-2900-gdf79404cd8, Yosys 0.63+post, stock flow scripts
make -C /OpenROAD-flow-scripts/flow DESIGN_CONFIG=/design/flow/config.mk WORK_HOME=/design/flow/orfs finish

==> results.cfg <==
; flow metrics
[run_status]
status = completed

[worst_setup_path]
crit_buf_inv = 1
path_class = register to output pin
crit_slowest_cell = clkdlybuf4s50_1
critPathArrivalTime_ps = 1060
cpPeakStageDelay_ps = 480
crit_required_ps = 1120
crit_path_start_kind = register
cp_cell_sequence = clkdlybuf4s50_1
end_kind = output pin
crit_family = buffers and inverters
worstPathMaxFanout = 3

[synthesis]
synth_seq_share = 0.527
topCombFamilyByArea = simple AND/OR/NAND/NOR gates
yosys_area_um2 = 114
yosys-stat-cells = 12
ys_sh_mux = 0
yosys.area_share.xor_xnor = 0
yosys_warnings = 1
ys_ff = 3
syn_area_um2 = 114
largest_area_cell = dfxtp_1
synth-simple-area-share = 0.319
synth.distinct_cells = 9
topCellsByArea = dfxtp_1, a2bb2oi_1, and2b_1
adder_share = 0
synth.top_cell.area_share = 0.527
syn_inst = 12
synth.cellmix.compoundShare = 0.121
avgSynthCellArea_um2 = 9.49

[final_timing]
max_slew_margin = 0.909
rsz0062_at_grt = false
period_used_share = 0.954
timing.final.hold_violations = 0
tightest_slew_ps = 136
setup_viol = 0
tns_ps = 0
timing.final.max_slew_violations = 0
clock_skew_ps = 0.239
min_period_ps = 1340
max_freq_ghz = 0.749

[final_layout]
regMostFlops = state
final_cells = 68
fillerInstances = 409
largest_register_ffs = 3
drive_gt1_frac = 0.143
area_growth_pct = 120
reg_top3 = state x3

[floorplan]
fp_util = 0.0333
die_width_um = 80
ioPinCount = 6
die_area_um2 = 6400
rows = 21
fp.dieH_um = 80
core_um2 = 3420

[clock_tree]
root_buffer = clkbuf_4
numCtsBuffers = 3
clkLatencyLatePin_ps = 230
hold_buffers = 0
cts_sinks = 3
cts_setup_buffers = 0
cts_tree = yes
cts.htree.levels = 1
cts_resized = 0
clk_pin_slew_ps = 40
cts_buffer_depth = 2

[placed_design]
dp.cells = 63
gp_congestion = 0.618
port_buffers = 5

[global_routing]
grt_use_total = 0.0130
grt.overflow.total = 0
grt_pass1_vias = 113
antenna_found_initial = 1
grt_max_degree = 5
grt_pass1_wl_um = 545

[routing]
firstDrtPassIters = 4
drc = 0
wl_per_cell_um = 5.25
viasPerCell = 1.65
routed-via-count = 112
drt_iter0_drc = 8
final_antenna_net_count = 0
wl_um = 357

[power_and_ir_drop]
powerDensity_nw_per_um2 = 1100
p_leak_nw = 0.0822
ir_worst_vdd_v = 0.000185

[job]
maxCapViolCount = 0
warning_count = 25

[worst_hold_path]
hold_class = register to register
## area by class of cell
class	instances	area (µm²)	share of cell area
Timing Repair Buffer	5	50.0	0.200
Antenna cell	1	2.50	0.0100
Clock buffer	4	26.3	0.105
Inverter	1	3.75	0.0150
Tap cell	46	57.6	0.230
Multi-Input combinational cell	8	50.0	0.200
Sequential cell	3	60.1	0.240
## kinds of logic (layout without fill, tap and decap cells)
| group | after synthesis | count (layout) |
|---|---|---|
| AND-OR/OR-AND | 2 | 2 |
| buffers and inverters | 1 | 10 |
| flip-flops | 3 | 3 |
| other | 0 | 1 |
| AND/OR/NAND/NOR | 6 | 6 |
## stage by stage
step | power (mW) | util | instance area (µm²) | hold slack [ps] | setup slack [ps]
CTS | 0.283 | 0.0725 | 248 | 459 | 46.3
global route | 0.293 | 0.0733 | 250 | 488 | 15.4
finish | 0.275 | 0.0733 | 250 | 459 | 64.1
floorplan | 0.105 | - | 114 | 356 | 706
global placement | 0.123 | 0.0648 | 221 | 457 | 189
detailed placement | 0.124 | 0.0648 | 221 | 452 | 179
## synth_stat cells, drive strengths merged
cell type	instances
dfxtp	3
nor2	2
a21oi	1
a2bb2oi	1
and2b	1
inv	1
nand2b	1
nor3b	1
or2b	1
## path summary, 6_finish.rpt
check | start | end | depth (start not counted) | slack (ps)
max | state[2]$_DFF_P_ | gnt_0 | 1 | 60
min | state[1]$_DFF_P_ | state[1]$_DFF_P_ | 2 | 460
max reg2reg | state[0]$_DFF_P_ | state[1]$_DFF_P_ | 2 | 670
min reg2reg | state[1]$_DFF_P_ | state[1]$_DFF_P_ | 2 | 460
## power by group
part / switching, mW / total (mW) / internal, mW
clock: 0.0464 / 0.153 / 0.107
sequential: 0.00314 / 0.0949 / 0.0917
combinational: 0.00774 / 0.0270 / 0.0193
## metal layers
layer  track usage  wire, µm  vias to the layer above
li1              -         -                       58
met1        0.0133       155                       47
met2        0.0120       129                        7
met3        0.0227        71                        0
met4       0.00176         0                        0
met5             0         0                        -
## cells in the final DEF (no fill, tap or decap), drive strengths merged
master	Yosys	layout
clkdlybuf4s50	0	5
clkbuf	0	4
dfxtp	3	3
nor2	2	2
diode	0	1
nor3b	1	1
inv	1	1
or2b	1	1
nand2b	1	1
a21oi	1	1
and2b	1	1
a2bb2oi	1	1
Power is estimated from default activity; no workload was simulated.
